File: flow/run.sh
#!/bin/bash
# OpenROAD 26Q1-2900-gdf79404cd8, Yosys 0.63+post, stock flow scripts
make -C /OpenROAD-flow-scripts/flow DESIGN_CONFIG=/design/flow/config.mk WORK_HOME=/design/flow/orfs finish
File: flow/config.mk
export PLATFORM = sky130hd
export DESIGN_NAME = fos_exact_tra_v1
export DESIGN_NICKNAME = fos_exact_tra_v1
export VERILOG_FILES = /design/flow/design.v
export SDC_FILE = /design/flow/constraint.sdc
export NUM_CORES = 4
export LEC_CHECK = 1
export CORE_UTILIZATION = 40
File: flow/constraint.sdc
current_design fos_exact_tra_v1

set clk_period 24.0
set clk_io_pct 0.2

create_clock -name clk0 -period $clk_period [get_ports {clk}]

set non_clock_inputs [all_inputs -no_clocks]
set_input_delay [expr $clk_period * $clk_io_pct] -clock clk0 $non_clock_inputs
set_output_delay [expr $clk_period * $clk_io_pct] -clock clk0 [all_outputs]
File: flow/design.v
module fos_exact_tra_v1(
    input [31:0] x_in,
    input [10:0] a1,
    input clk,
    input reset,
    output [31:0] y_out);
    wire [31:0] b1x;
    wire [31:0] a1y;
    wire signed [31:0] sum0_next;
    wire signed [31:0] sum1;
    reg signed [31:0] sum0;
    rad4_reference mult(sum1,a1,a1y);
    assign y_out = sum0 + x_in;
    assign sum1 = y_out;
    assign sum0_next = a1y - x_in;
    always @ (posedge clk)
    if (reset) begin
        sum0 <= 32'b0;
    end else begin
        sum0 <= sum0_next;
    end
endmodule
module fos_exact_v1(
    input [31:0] x_in,
    input [10:0] a1,
    input clk,
    input reset,
    output [31:0] y_out);
    wire signed [31:0] Data_feedforward;
    wire signed [31:0] Data_feedback;
    wire signed [31:0] sum0;
    reg signed  [31:0] Samples_in1; 
    reg signed  [31:0] Samples_in2; 
    reg signed  [31:0] Samples_out; 
    assign Data_feedforward = {Samples_in2}; 
    assign y_out = Samples_in1 - Data_feedforward - Data_feedback; 
    rad4_reference mult(Samples_out,a1,Data_feedback);
   always @ (posedge clk) 
   if(reset == 1) begin
         Samples_in1 <= 0; 
         Samples_in2 <= 0; 
         Samples_out <= 0; 
      end 
   else begin 
      Samples_in1 <= x_in; 
      Samples_in2 <= Samples_in1; 
      Samples_out <= y_out; 
   end 
endmodule
module rad4_reference(
    input [31:0] x,
    input [10:0] y,
    output [31:0] p
    );
    wire [5:0] sign_factor;
    wire [32:0] PP_5;
    wire [32:0] PP_4;
    wire [32:0] PP_3;
    wire [32:0] PP_2;
    wire [32:0] PP_1;
    wire [32:0] PP_0;
    wire [2:0] tmp1;
    wire [2:0] tmp0;
    assign tmp1 = {y[10],y[10:9]}; 
    assign tmp0 = {y[1:0],1'b0};
    rad4_BE PP5_gen(
        .x1(tmp1),
        .y(x),
        .sign_factor(sign_factor[5]),
        .PP(PP_5)
        );
    rad4_BE PP4_gen(
        .x1(y[9:7]),
        .y(x),
        .sign_factor(sign_factor[4]),
        .PP(PP_4)
        );
    rad4_BE PP3_gen(
        .x1(y[7:5]),
        .y(x),
        .sign_factor(sign_factor[3]),
        .PP(PP_3)
        );
    rad4_BE PP2_gen(
        .x1(y[5:3]),
        .y(x),
        .sign_factor(sign_factor[2]),
        .PP(PP_2)
        );
    rad4_BE PP1_gen(
        .x1(y[3:1]),
        .y(x),
        .sign_factor(sign_factor[1]),
        .PP(PP_1)
        );
    rad4_BE PP0_gen(
        .x1(tmp0),
        .y(x),
        .sign_factor(sign_factor[0]),
        .PP(PP_0)
        );
    PP_add Final(
        .sign_factor(sign_factor),
        .PP_5(PP_5),
        .PP_4(PP_4),
        .PP_3(PP_3),
        .PP_2(PP_2),
        .PP_1(PP_1),
        .PP_0(PP_0),
        .p(p)
        );
endmodule
module rad4_BE(
    input [2:0] x1,
    input [31:0] y,
    output sign_factor,
    output [32:0] PP
    );
    wire one, two, sign;
    code encode_block(
        .one(one),
        .two(two),
        .sign(sign),
        .y2(x1[2]),
        .y1(x1[1]),
        .y0(x1[0])
        );
    wire [32:0] tmp1_pp; 
    assign tmp1_pp = {y[31],y};  
    wire [33:0] out1;
    assign out1[0] = sign;
    genvar i;
    generate
        for ( i = 0; i < 33; i = i+1 )
            begin : pp_rad4_first 
            product pp_pr(tmp1_pp[i],out1[i],one,two,sign,PP[i],out1[i+1]);
            end
    endgenerate
    sgn_gen sign_gen(one,two,sign,sign_factor);
endmodule
module code(one,two,sign,y2,y1,y0);  
	input y2,y1,y0;                     
	output one,two,sign;                
	wire [1:0]k;                        
	xor x1(one,y0,y1);                  
	xor x2(k[1],y2,y1);                 
	not n1(k[0],one);                   
	and a1(two,k[0],k[1]);              
	assign sign=y2;                     
endmodule   
module product(x1,x0,one,two,sign,p,i);
	input x1,x0,sign,one,two;
	output p,i;
	wire [1:0] k;
	xor xo1(i,x1,sign);
	and a1(k[1],i,one);
	and a0(k[0],x0,two);
	or o1(p,k[1],k[0]);
endmodule
module sgn_gen(one,two,sign,sign_factor);
    input sign,one,two;
    output sign_factor;
    wire k;
    or o1(k,one,two);
    and a1(sign_factor,sign,k);
endmodule
module PP_add(
    input [5:0] sign_factor,
    input [32:0] PP_5,
    input [32:0] PP_4,
    input [32:0] PP_3,
    input [32:0] PP_2,
    input [32:0] PP_1,
    input [32:0] PP_0,
    output [31:0] p
    );
    wire [5:0] E_MSB;
    assign E_MSB[0] = ~ PP_0[32];
    assign E_MSB[1] = ~ PP_1[32];
    assign E_MSB[2] = ~ PP_2[32];
    assign E_MSB[3] = ~ PP_3[32];
    assign E_MSB[4] = ~ PP_4[32];
    assign E_MSB[5] = ~ PP_5[32];
    wire [33:0] sum00_FA;
    wire [33:0] carry00_FA;
    wire [33:0] tmp001_FA;
    wire [33:0] tmp002_FA;
    wire [33:0] tmp003_FA;
    assign tmp001_FA = {E_MSB[0],{3{PP_0[32]}},PP_0[32:4],PP_0[2]};
    assign tmp002_FA = {E_MSB[1],PP_1[32],PP_1[32:2],PP_1[0]};
    assign tmp003_FA = {PP_2,sign_factor[1]};
    genvar i001;
    generate
        for (i001 = 0; i001 < 34; i001 = i001 + 1)
            begin : pp_fad00
            FAd pp_fad(tmp001_FA[i001],tmp002_FA[i001], tmp003_FA[i001], carry00_FA[i001],sum00_FA[i001]);
            end
    endgenerate
    wire [1:0] sum00_HA;
    wire [1:0] carry00_HA;
    wire [1:0] tmp001_HA;
    wire [1:0] tmp002_HA;
    assign tmp001_HA = {1'b1,PP_0[3]};
    assign tmp002_HA = {PP_2[32],PP_1[1]};
    genvar i002;
    generate
        for (i002 = 0; i002 < 2; i002 = i002 + 1)
            begin : pp_had00
            HAd pp_had(tmp001_HA[i002],tmp002_HA[i002],carry00_HA[i002],sum00_HA[i002]);
            end
    endgenerate
    wire [32:0] sum01_FA;
    wire [32:0] carry01_FA;
    wire [32:0] tmp011_FA;
    wire [32:0] tmp012_FA;
    wire [32:0] tmp013_FA;
    assign tmp011_FA = {1'b1,E_MSB[3],PP_3[32],PP_3[32:4],PP_3[2]};
    assign tmp012_FA = {PP_4[32],PP_4[32:2],PP_4[0]};
    assign tmp013_FA = {PP_5[31:0],sign_factor[4]};
    genvar i011;
    generate
        for (i011 = 0; i011 < 33; i011 = i011 + 1)
            begin : pp_fad01
            FAd pp_fad(tmp011_FA[i011],tmp012_FA[i011], tmp013_FA[i011], carry01_FA[i011],sum01_FA[i011]);
            end
    endgenerate
    wire [1:0] sum01_HA;
    wire [1:0] carry01_HA;
    wire [1:0] tmp011_HA;
    wire [1:0] tmp012_HA;
    assign tmp011_HA = {E_MSB[4],PP_3[3]};
    assign tmp012_HA = {PP_5[32],PP_4[1]};
    genvar i012;
    generate
        for (i012 = 0; i012 < 2; i012 = i012 + 1)
            begin : pp_had01
            HAd pp_had(tmp011_HA[i012],tmp012_HA[i012],carry01_HA[i012],sum01_HA[i012]);
            end
    endgenerate
    wire [33:0] sum10_FA;
    wire [33:0] carry10_FA;
    wire [33:0] tmp101_FA;
    wire [33:0] tmp102_FA;
    wire [33:0] tmp103_FA;
    assign tmp101_FA = {E_MSB[2],sum00_HA[1],sum00_FA[33:3],sum00_FA[1]};
    assign tmp102_FA = {carry00_HA[1],carry00_FA[33:2],carry00_HA[0]};
    assign tmp103_FA = {sum01_FA[29:1],sum01_HA[0],sum01_FA[0],PP_3[1:0],sign_factor[2]};
    genvar i010;
    generate
        for (i010 = 0; i010 < 34; i010 = i010 + 1)
            begin : pp_fad10
            FAd pp_fad(tmp101_FA[i010],tmp102_FA[i010], tmp103_FA[i010], carry10_FA[i010],sum10_FA[i010]);
            end
    endgenerate
    wire [1:0] sum10_HA;
    wire [1:0] carry10_HA;
    wire [1:0] tmp101_HA;
    wire [1:0] tmp102_HA;
    assign tmp101_HA = {1'b1,sum00_FA[2]};
    assign tmp102_HA = {sum01_FA[30],carry00_FA[1]};
    genvar i013;
    generate
        for (i013 = 0; i013 < 2; i013 = i013 + 1)
            begin : pp_had11
            HAd pp_had(tmp101_HA[i013],tmp102_HA[i013],carry10_HA[i013],sum10_HA[i013]);
            end
    endgenerate
    wire [32:0] sum20_FA;
    wire [32:0] carry20_FA;
    wire [32:0] tmp201_FA;
    wire [32:0] tmp202_FA;
    wire [32:0] tmp203_FA;
    assign tmp201_FA = {carry10_HA[1],sum10_HA[1],sum10_FA[33:4],sum10_FA[1]};
    assign tmp202_FA = {sum01_FA[31],carry10_FA[33:3],carry10_HA[0]};
    assign tmp203_FA = {carry01_FA[30:1],carry01_HA[0],carry01_FA[0],sign_factor[3]};
    genvar i020;
    generate
        for (i020 = 0; i020 < 33; i020 = i020 + 1)
            begin : pp_fad20
            FAd pp_fad(tmp201_FA[i020],tmp202_FA[i020], tmp203_FA[i020], carry20_FA[i020],sum20_FA[i020]);
            end
    endgenerate
    wire [3:0] sum20_HA;
    wire [3:0] carry20_HA;
    wire [3:0] tmp201_HA;
    wire [3:0] tmp202_HA;
    assign tmp201_HA = {sum01_HA[1],sum01_FA[32],sum10_FA[3:2]};
    assign tmp202_HA = {carry01_FA[32:31],carry10_FA[2:1]};
    genvar i021;
    generate
        for (i021 = 0; i021 < 4; i021 = i021 + 1)
            begin : pp_had21
            HAd pp_had(tmp201_HA[i021],tmp202_HA[i021],carry20_HA[i021],sum20_HA[i021]);
            end
    endgenerate
    wire  sum30_FA;
    wire  carry30_FA;
    FAd pp_fad(sum20_FA[2],carry20_FA[1], sign_factor[5], carry30_FA,sum30_FA);
    wire [32:0] sum30_HA;
    wire [32:0] carry30_HA;
    wire [32:0] tmp301_HA;
    wire [32:0] tmp302_HA;
    assign tmp301_HA = {carry01_HA[1],sum20_HA[3:2],sum20_FA[32:3]};
    assign tmp302_HA = {carry20_HA[3:2],carry20_FA[32:2]};
    genvar i031;
    generate
        for (i031 = 0; i031 < 33; i031 = i031 + 1)
            begin : pp_had31
            HAd pp_had(tmp301_HA[i031],tmp302_HA[i031],carry30_HA[i031],sum30_HA[i031]);
            end
    endgenerate
    wire [44:0] tmp_sum;
    wire [44:0] tmp_add1;
    wire [44:0] tmp_add2;
    assign tmp_add1 = {1'b0,sum30_HA,sum30_FA,sum20_FA[1],sum20_HA[1:0],sum20_FA[0],sum10_HA[0],sum10_FA[0],sum00_HA[0],sum00_FA[0],PP_0[1:0]};
    assign tmp_add2 = {carry30_HA,carry30_FA,1'b0,carry20_HA[1:0],carry20_FA[0],1'b0,carry10_FA[0],1'b0,carry00_FA[0],2'b0,sign_factor[0]}; 
    assign tmp_sum = tmp_add1 + tmp_add2;
    assign p = tmp_sum[41:10];
endmodule
module FAd(a,b,c,cy,sm);
	input a,b,c;
	output cy,sm;
	wire x,y,z;
	xor x1(x,a,b);
	xor x2(sm,x,c);
	and a1(y,a,b);
	and a2(z,x,c);
	or o1(cy,y,z);
endmodule 
module HAd(a,b,cy,sm);
	input a,b;
	output cy,sm;
	xor x1(sm,a,b);
	and a1(cy,a,b);
endmodule 
==> results.json <==
{
  "fmax_mhz": 66.9,
  "clock_latency_ns": 0.28,
  "path_buffers": 3,
  "drtPass1Iterations": 5,
  "cts_root_buf": "clkbuf_16",
  "clk_pin_slew_ns": 0.05,
  "tightest_slew_ns": 0.714,
  "routedWlPerCell_um": 19.1,
  "grt_max_degree": 43,
  "largest_reg_flops": 32,
  "rows": 67,
  "clockBufferDepth": 2,
  "synthTopCellsByCount": "nor2_1 (176), inv_1 (155), xnor2_1 (155)",
  "worst_ep_arrival_time_ns": 15.10,
  "fin_util_pct": 44.3,
  "criticalPathCategory": "input port to flop",
  "die_h_um": 186,
  "clock_skew_ns": 0.00433,
  "reg2reg_to": "sum0[31]$_SDFF_PP0_",
  "globalRouteOverflowTotal": 0,
  "synth_chip_area_um2": 13600,
  "gp_congestion": 0.933,
  "crit_path_top_delay_cell": "fa_1",
  "area_growth_pct": 9.17,
  "ys_cells": 1730,
  "die_x_um": 186,
  "port_buffers": 76,
  "yosysMostFrequentCell": "nor2_1",
  "drive_gt1_share_pct": 7.91,
  "yosys_warnings": 1,
  "period_needed_ns": 14.94,
  "area_leaders": "fa_1 (20%), ha_1 (12%), xnor2_1 (10%)",
  "status": "complete, no violations",
  "fp_util_pct": 40.6,
  "regMostFlops": "sum0",
  "yosysUniqueCellTypes": 82,
  "async_flop_share_pct": 0,
  "hold_class": "flop to flop",
  "syn_inst": 1730,
  "grt_pass1_wl_um": 66600,
  "finalHoldViolations": 0,
  "crit_start": "x_in[0]",
  "core_um2": 33500,
  "relSlewSlack_pct": 52.0,
  "slew_viol_final": 0,
  "ant_nets": 0,
  "critPathMaxFanout": 17,
  "reg2reg_depth": 40,
  "postCtsResizedCells": 0,
  "critPathMaxStageDelay_ns": 0.55,
  "postCtsHoldBufs": 0,
  "worstSetupEndpointType": "flop",
  "setup_viol": 0,
  "dieArea_um2": 34800,
  "cts_tree": "yes",
  "antenna_found_initial": 0,
  "grt_usage_pct": 25.2,
  "yosysTopAreaCell": "fa_1",
  "n_fill_cell": 3341,
  "h-tree-depth": 2,
  "n_antenna_cell": 0,
  "warnings": 26,
  "drc": 0,
  "maxCapViolations": 0,
  "crit_end": "sum0[31]$_SDFF_PP0_",
  "synth_flops": 32,
  "r2r_start": "sum0[0]$_SDFF_PP0_",
  "start_kind": "input port",
  "post_cts_buffers": 0,
  "syn_area_per_cell_um2": 7.87,
  "num_vias": 12159,
  "fin_crit_sh_pct": 62.3,
  "yosysSeqAreaShare_pct": 4.71,
  "cts_num_sinks": 32,
  "pin_count": 77,
  "cp_common_cell": "a21o_1",
  "syn_area_um2": 13600,
  "grt_pass1_vias": 12002,
  "drt-initial-drc-count": 799,
  "required_ns": 24.16,
  "largestRegisters": "sum0 x32",
  "cp.depth": 41,
  "synthFlopType": "dfxtp_1",
  "finalSetupTns_ns": 0,
  "edf_count": 0,
  "r2r_slack_ns": 13.81,
  "crit_family": "AND-OR/OR-AND gates",
  "netlist.area_leader.share_pct": 19.7,
  "dp_hpwl_um": 30800,
  "avgViaCountPerCell": 5.61,
  "wl_um": 41500,
  "rsz0062_at_grt": "no",
  "cts_buffers": 5
}
## worst reg2reg max path: cells and delay by family (launching register included)
family | cells | cell delay [ns]
AND-OR/OR-AND | 24 | 5.35
adder cells (fa/ha/maj) | 8 | 3.15
XOR/XNOR | 4 | 0.70
buffers and inverters | 2 | 0.32
flip-flops | 1 | 0.30
AND/OR/NAND/NOR | 2 | 0.26
## logic make-up (layout without fill, tap and decap cells)
kind of cell    count (synthesis)  in the layout  share of synthesized area [%]
simple gates                  426            426                           14.0
compound gates                444            444                           22.9
mux                             8              8                          0.625
buf+inv                       310            299                           10.0
xor+xnor                      241            241                           15.7
fa+ha+maj                     269            269                           32.1
flops                          32             32                           4.71
## worst min path at each step
| stage | start | to | slack, ns | cells after the start |
|---|---|---|---|---|
| CTS | sum0[30]$_SDFF_PP0_ | sum0[31]$_SDFF_PP0_ | 1.29 | 7 |
| global route | sum0[30]$_SDFF_PP0_ | sum0[31]$_SDFF_PP0_ | 1.40 | 7 |
| finish | sum0[30]$_SDFF_PP0_ | sum0[31]$_SDFF_PP0_ | 1.29 | 7 |
## layout by cell type, fill, tap and decap left out, drive strengths merged, types with 7 or more instances in the layout
cell type      instances
a211oi                12
o21ai                 57
nor2                 176
ha                   135
inv                  158
o221ai                57
dfxtp                 32
nand3                 14
a21oi                128
xnor2                158
o22ai                  9
buf                   62
a221oi                50
and2                   8
a31oi                 16
clkdlybuf4s50         71
a21o                  45
nor2b                 16
and3                  12
a22oi                  7
o21bai                12
xor2                  83
nand4                 11
fa                   134
nor3                  25
mux2i                  7
nand2                138
o21a                  16
## final cells by class
type                            instances  area [um2]  area share, %
Inverter                              158         596           4.01
Timing Repair Buffer                  133        1160           7.83
Tap cell                              448         561           3.77
Sequential cell                        32         641           4.31
Clock inverter                          2        10.0         0.0673
Multi-Input combinational cell       1388       11800           79.1
Clock buffer                            6         139          0.934
## per-layer routing
layer | vias up | track usage (%) | wire length [um]
met4 | 0 | 5.64 | 1050
met5 | - | 0 | 0
met1 | 5689 | 35.7 | 18100
met2 | 498 | 37.3 | 17800
li1 | 5910 | - | -
met3 | 62 | 9.24 | 4430
## metrics by stage
step	instance area [um2]	hold slack (ns)	instances	worst slack (ns)
2_1_floorplan	13600	1.16	1730	10.17
5_1_grt	14900	1.40	2167	8.29
3_3_place_gp	14700	1.27	2159	8.91
6_report	14900	1.29	2167	9.06
3_5_place_dp	14700	1.26	2159	8.78
4_1_cts	14900	1.29	2167	9.01
