==> design.v <==
module fos_exact_tra_v3(
    input [31:0] x_in,
    input [10:0] a1,
    input [10:0] b1,
    input clk,
    input reset,
    output [31:0] y_out);
    wire [31:0] b1x;
    wire [31:0] a1y;
    wire signed [31:0] sum0_next;
    wire signed [31:0] sum1;
    reg signed [31:0] sum0;
    rad4_reference2 mult(x_in,b1,b1x);
    rad4_reference2 mult2(sum1,a1,a1y);
    assign y_out = sum0 + x_in;
    assign sum1 = y_out;
    assign sum0_next = b1x + a1y;
    always @ (posedge clk)
    if (reset) begin
        sum0 <= 32'b0;
    end else begin
        sum0 <= sum0_next;
    end
endmodule
module fos_exact_v3(
    input [31:0] x_in,
    input [10:0] a1,
    input [10:0] b1,
    input clk,
    input reset,
    output [31:0] y_out);
    wire signed [31:0] Data_feedforward;
    wire signed [31:0] Data_feedback;
    wire signed [31:0] sum0;
    reg signed  [31:0] Samples_in1; 
    reg signed  [31:0] Samples_in2; 
    reg signed  [31:0] Samples_out; 
    assign y_out = Samples_in1 + Data_feedforward - Data_feedback; 
    rad4_reference2 mult(Samples_out,a1,Data_feedback);
    rad4_reference2 mult1(Samples_in2,b1,Data_feedforward);                     
   always @ (posedge clk) 
   if(reset == 1) begin
         Samples_in1 <= 0; 
         Samples_in2 <= 0; 
         Samples_out <= 0; 
      end 
   else begin 
      Samples_in1 <= x_in; 
      Samples_in2 <= Samples_in1; 
      Samples_out <= y_out; 
   end 
endmodule
module rad4_reference2(
    input [31:0] x,
    input [10:0] y,
    output [31:0] p
    );
    wire [5:0] sign_factor;
    wire [32:0] PP_5;
    wire [32:0] PP_4;
    wire [32:0] PP_3;
    wire [32:0] PP_2;
    wire [32:0] PP_1;
    wire [32:0] PP_0;
    wire [2:0] tmp1;
    wire [2:0] tmp0;
    assign tmp1 = {y[10],y[10:9]}; 
    assign tmp0 = {y[1:0],1'b0};
    rad4_BE2 PP5_gen(
        .x1(tmp1),
        .y(x),
        .sign_factor(sign_factor[5]),
        .PP(PP_5)
        );
    rad4_BE2 PP4_gen(
        .x1(y[9:7]),
        .y(x),
        .sign_factor(sign_factor[4]),
        .PP(PP_4)
        );
    rad4_BE2 PP3_gen(
        .x1(y[7:5]),
        .y(x),
        .sign_factor(sign_factor[3]),
        .PP(PP_3)
        );
    rad4_BE2 PP2_gen(
        .x1(y[5:3]),
        .y(x),
        .sign_factor(sign_factor[2]),
        .PP(PP_2)
        );
    rad4_BE2 PP1_gen(
        .x1(y[3:1]),
        .y(x),
        .sign_factor(sign_factor[1]),
        .PP(PP_1)
        );
    rad4_BE2 PP0_gen(
        .x1(tmp0),
        .y(x),
        .sign_factor(sign_factor[0]),
        .PP(PP_0)
        );
    PP_add2 Final(
        .sign_factor(sign_factor),
        .PP_5(PP_5),
        .PP_4(PP_4),
        .PP_3(PP_3),
        .PP_2(PP_2),
        .PP_1(PP_1),
        .PP_0(PP_0),
        .p(p)
        );
endmodule
module rad4_BE2(
    input [2:0] x1,
    input [31:0] y,
    output sign_factor,
    output [32:0] PP
    );
    wire one, two, sign;
    code2 encode2_block(
        .one(one),
        .two(two),
        .sign(sign),
        .y2(x1[2]),
        .y1(x1[1]),
        .y0(x1[0])
        );
    wire [32:0] tmp1_pp; 
    assign tmp1_pp = {y[31],y};  
    wire [33:0] out1;
    assign out1[0] = sign;
    genvar i;
    generate
        for ( i = 0; i < 33; i = i+1 )
            begin : pp_rad4_first 
            product2 pp_pr(tmp1_pp[i],out1[i],one,two,sign,PP[i],out1[i+1]);
            end
    endgenerate
    assign sign_factor = sign;
endmodule
module code2(one,two,sign,y2,y1,y0);  
	input y2,y1,y0;                     
	output one,two,sign;                
	wire [1:0]k;                        
	xor x1(one,y0,y1);                  
	xor x2(k[1],y2,y1);                 
	not n1(k[0],one);                   
	and a1(two,k[0],k[1]);              
	assign sign=y2;                     
endmodule   
module product2(x1,x0,one,two,sign,p,i);
	input x1,x0,sign,one,two;
	output p,i;
	wire [1:0] k;
	xor xo1(i,x1,sign);
	and a1(k[1],i,one);
	and a0(k[0],x0,two);
	or o1(p,k[1],k[0]);
endmodule
module PP_add2(
    input [5:0] sign_factor,
    input [32:0] PP_5,
    input [32:0] PP_4,
    input [32:0] PP_3,
    input [32:0] PP_2,
    input [32:0] PP_1,
    input [32:0] PP_0,
    output [31:0] p
    );
    wire [5:0] E_MSB;
    assign E_MSB[0] = ~ PP_0[32];
    assign E_MSB[1] = ~ PP_1[32];
    assign E_MSB[2] = ~ PP_2[32];
    assign E_MSB[3] = ~ PP_3[32];
    assign E_MSB[4] = ~ PP_4[32];
    assign E_MSB[5] = ~ PP_5[32];
    wire [33:0] sum00_FA;
    wire [33:0] carry00_FA;
    wire [33:0] tmp001_FA;
    wire [33:0] tmp002_FA;
    wire [33:0] tmp003_FA;
    assign tmp001_FA = {E_MSB[0],{3{PP_0[32]}},PP_0[32:4],PP_0[2]};
    assign tmp002_FA = {E_MSB[1],PP_1[32],PP_1[32:2],PP_1[0]};
    assign tmp003_FA = {PP_2,sign_factor[1]};
    genvar i001;
    generate
        for (i001 = 0; i001 < 34; i001 = i001 + 1)
            begin : pp_FAd200
            FAd2 pp_FAd2(tmp001_FA[i001],tmp002_FA[i001], tmp003_FA[i001], carry00_FA[i001],sum00_FA[i001]);
            end
    endgenerate
    wire [1:0] sum00_HA;
    wire [1:0] carry00_HA;
    wire [1:0] tmp001_HA;
    wire [1:0] tmp002_HA;
    assign tmp001_HA = {1'b1,PP_0[3]};
    assign tmp002_HA = {PP_2[32],PP_1[1]};
    genvar i002;
    generate
        for (i002 = 0; i002 < 2; i002 = i002 + 1)
            begin : pp_HAd200
            HAd2 pp_HAd2(tmp001_HA[i002],tmp002_HA[i002],carry00_HA[i002],sum00_HA[i002]);
            end
    endgenerate
    wire [32:0] sum01_FA;
    wire [32:0] carry01_FA;
    wire [32:0] tmp011_FA;
    wire [32:0] tmp012_FA;
    wire [32:0] tmp013_FA;
    assign tmp011_FA = {1'b1,E_MSB[3],PP_3[32],PP_3[32:4],PP_3[2]};
    assign tmp012_FA = {PP_4[32],PP_4[32:2],PP_4[0]};
    assign tmp013_FA = {PP_5[31:0],sign_factor[4]};
    genvar i011;
    generate
        for (i011 = 0; i011 < 33; i011 = i011 + 1)
            begin : pp_FAd201
            FAd2 pp_FAd2(tmp011_FA[i011],tmp012_FA[i011], tmp013_FA[i011], carry01_FA[i011],sum01_FA[i011]);
            end
    endgenerate
    wire [1:0] sum01_HA;
    wire [1:0] carry01_HA;
    wire [1:0] tmp011_HA;
    wire [1:0] tmp012_HA;
    assign tmp011_HA = {E_MSB[4],PP_3[3]};
    assign tmp012_HA = {PP_5[32],PP_4[1]};
    genvar i012;
    generate
        for (i012 = 0; i012 < 2; i012 = i012 + 1)
            begin : pp_HAd201
            HAd2 pp_HAd2(tmp011_HA[i012],tmp012_HA[i012],carry01_HA[i012],sum01_HA[i012]);
            end
    endgenerate
    wire [33:0] sum10_FA;
    wire [33:0] carry10_FA;
    wire [33:0] tmp101_FA;
    wire [33:0] tmp102_FA;
    wire [33:0] tmp103_FA;
    assign tmp101_FA = {E_MSB[2],sum00_HA[1],sum00_FA[33:3],sum00_FA[1]};
    assign tmp102_FA = {carry00_HA[1],carry00_FA[33:2],carry00_HA[0]};
    assign tmp103_FA = {sum01_FA[29:1],sum01_HA[0],sum01_FA[0],PP_3[1:0],sign_factor[2]};
    genvar i010;
    generate
        for (i010 = 0; i010 < 34; i010 = i010 + 1)
            begin : pp_FAd210
            FAd2 pp_FAd2(tmp101_FA[i010],tmp102_FA[i010], tmp103_FA[i010], carry10_FA[i010],sum10_FA[i010]);
            end
    endgenerate
    wire [1:0] sum10_HA;
    wire [1:0] carry10_HA;
    wire [1:0] tmp101_HA;
    wire [1:0] tmp102_HA;
    assign tmp101_HA = {1'b1,sum00_FA[2]};
    assign tmp102_HA = {sum01_FA[30],carry00_FA[1]};
    genvar i013;
    generate
        for (i013 = 0; i013 < 2; i013 = i013 + 1)
            begin : pp_HAd211
            HAd2 pp_HAd2(tmp101_HA[i013],tmp102_HA[i013],carry10_HA[i013],sum10_HA[i013]);
            end
    endgenerate
    wire [32:0] sum20_FA;
    wire [32:0] carry20_FA;
    wire [32:0] tmp201_FA;
    wire [32:0] tmp202_FA;
    wire [32:0] tmp203_FA;
    assign tmp201_FA = {carry10_HA[1],sum10_HA[1],sum10_FA[33:4],sum10_FA[1]};
    assign tmp202_FA = {sum01_FA[31],carry10_FA[33:3],carry10_HA[0]};
    assign tmp203_FA = {carry01_FA[30:1],carry01_HA[0],carry01_FA[0],sign_factor[3]};
    genvar i020;
    generate
        for (i020 = 0; i020 < 33; i020 = i020 + 1)
            begin : pp_FAd220
            FAd2 pp_FAd2(tmp201_FA[i020],tmp202_FA[i020], tmp203_FA[i020], carry20_FA[i020],sum20_FA[i020]);
            end
    endgenerate
    wire [3:0] sum20_HA;
    wire [3:0] carry20_HA;
    wire [3:0] tmp201_HA;
    wire [3:0] tmp202_HA;
    assign tmp201_HA = {sum01_HA[1],sum01_FA[32],sum10_FA[3:2]};
    assign tmp202_HA = {carry01_FA[32:31],carry10_FA[2:1]};
    genvar i021;
    generate
        for (i021 = 0; i021 < 4; i021 = i021 + 1)
            begin : pp_HAd221
            HAd2 pp_HAd2(tmp201_HA[i021],tmp202_HA[i021],carry20_HA[i021],sum20_HA[i021]);
            end
    endgenerate
    wire  sum30_FA;
    wire  carry30_FA;
    FAd2 pp_FAd2(sum20_FA[2],carry20_FA[1], sign_factor[5], carry30_FA,sum30_FA);
    wire [32:0] sum30_HA;
    wire [32:0] carry30_HA;
    wire [32:0] tmp301_HA;
    wire [32:0] tmp302_HA;
    assign tmp301_HA = {carry01_HA[1],sum20_HA[3:2],sum20_FA[32:3]};
    assign tmp302_HA = {carry20_HA[3:2],carry20_FA[32:2]};
    genvar i031;
    generate
        for (i031 = 0; i031 < 33; i031 = i031 + 1)
            begin : pp_HAd231
            HAd2 pp_HAd2(tmp301_HA[i031],tmp302_HA[i031],carry30_HA[i031],sum30_HA[i031]);
            end
    endgenerate
    wire [44:0] tmp_sum;
    wire [44:0] tmp_add1;
    wire [44:0] tmp_add2;
    assign tmp_add1 = {1'b0,sum30_HA,sum30_FA,sum20_FA[1],sum20_HA[1:0],sum20_FA[0],sum10_HA[0],sum10_FA[0],sum00_HA[0],sum00_FA[0],PP_0[1:0]};
    assign tmp_add2 = {carry30_HA,carry30_FA,1'b0,carry20_HA[1:0],carry20_FA[0],1'b0,carry10_FA[0],1'b0,carry00_FA[0],2'b0,sign_factor[0]}; 
    assign tmp_sum = tmp_add1 + tmp_add2;
    assign p = tmp_sum[41:10];
endmodule
module FAd2(a,b,c,cy,sm);
	input a,b,c;
	output cy,sm;
	wire x,y,z;
	xor x1(x,a,b);
	xor x2(sm,x,c);
	and a1(y,a,b);
	and a2(z,x,c);
	or o1(cy,y,z);
endmodule 
module HAd2(a,b,cy,sm);
	input a,b;
	output cy,sm;
	xor x1(sm,a,b);
	and a1(cy,a,b);
endmodule 
==> run.sh <==
#!/bin/bash
# OpenROAD 26Q1-2900-gdf79404cd8, Yosys 0.63+post, stock flow scripts
make -C /OpenROAD-flow-scripts/flow DESIGN_CONFIG=/design/flow/config.mk WORK_HOME=/design/flow/orfs finish
==> config.mk <==
export PLATFORM = sky130hd
export DESIGN_NAME = fos_exact_tra_v3
export DESIGN_NICKNAME = fos_exact_tra_v3
export VERILOG_FILES = /design/flow/design.v
export SDC_FILE = /design/flow/constraint.sdc
export NUM_CORES = 4
export LEC_CHECK = 1
export CORE_UTILIZATION = 50
==> constraint.sdc <==
current_design fos_exact_tra_v3

set clk_period 35.3
set clk_io_pct 0.2

create_clock -name clk0 -period $clk_period [get_ports {clk}]

set non_clock_inputs [all_inputs -no_clocks]
set_input_delay [expr $clk_period * $clk_io_pct] -clock clk0 $non_clock_inputs
set_output_delay [expr $clk_period * $clk_io_pct] -clock clk0 [all_outputs]
==> metrics.csv <==
metric,value,unit
core,44600,µm²
grt_pass1_vias,19900,
firstDrtPassIters,6,
diodes,0,
status,finished clean,
antenna_left,0,
max_cap_viol_count,0,
die_w,215,µm
worstHoldStart,sum0[31],
io_buffer_count,87,
ys_cells,2937,
rsz0062_at_grt,no,
vias,20300,
crit_path_start,x_in[7],
min_period,19.11,ns
final_common_cell,nor2_1,
cts_tree,built,
syn_avg_cell_area,7.76,µm²
max_freq,52.3,MHz
synthSimpleGateAreaFrac,12.5,%
cts_root_buf,clkbuf_16,
postSynth.asyncResetShare,0,%
ys_seq_share,2.81,%
design_area,24300,µm²
syn_to_final_growth,6.62,%
synth_flops,32,
ctsHoldBuffers,0,
drt-total-wl,70300,µm
fin_util,54.5,%
die-area,46400,µm²
grt_pass1_wl,112000,µm
routed_via_density,5.90,
aoi_share,22.7,%
n_fill_cell,4085,
drc_errors,0,
die_y,215,µm
worst_slew_pin_slew,0.929,ns
cpPeakStageDelay,0.97,ns
rr_startpoint,sum0[0],
regMostFlops,sum0,
area_leaders,"fa_1 (23%), ha_1 (11%), xnor2_1 (10%)",
cts_buffers,5,
combGateArea,20100,µm²
cp.arrival,12.05,ns
antenna_found_initial,0,
crit_slowest_cell,clkdlybuf4s50_1,
tns,0,ns
critPathCaptureType,primary output,
yosys.area_share.xor_xnor,14.3,%
syn-cell-area,22800,µm²
path_buffers,2,
mostFrequentLayoutCells,"nor2_1 (292), inv_1 (273), fa_1 (266)",
rows,77,
clk_pin_slew_worst_paths,0.05,ns
edf_count,0,
h-tree-depth,2,
top_regs,sum0 (32),
slew-limit-headroom,37.6,%
seq_area,641,µm²
largest_reg_flops,32,
slew_violations,0,
dp_hpwl,51200,µm
critPathMaxFanout,18,
drtIter0Drc,1557,
yosysTopAreaCell,fa_1,
ctsLongestPathBuffers,2,
pin_count,88,
wire_per_inst,20.4,µm
yosysChipArea,22800,µm²
initCoreUtil,51.1,%
clkLatencyLatePin,0.28,ns
mux_share,3.22,%
synth_warnings,1,
whs,1.31,ns
drive_above_1_share,6.24,%
worstSetupStartpointType,primary input,
hold_violations,0,
grt_max_degree,65,
path_cells,"clkdlybuf4s50_1, ha_1, and3_1, and3_1, a211oi_1, a21oi_1, o22ai_1, o21bai_1, a21o_1, a21o_1, o311ai_4, clkdlybuf4s50_1",
synth_top_area_share,23.4,%
cts.sinks,32,
cts.repair.resized,0,
worstHoldPathType,reg2reg,
grtUsageTotal,32.0,%
ys_sh_adder,34.7,%
ff_type,dfxtp_1,
warning_count,27,
path_class,in2out,
top_logic_kind,adder cells,
globalplace.congestion,0.968,
placed_area,24100,µm²
skew,0.00570,ns
period_used_share,54.1,%
synth_cell_type_count,82,
post_cts_buffers,0,
synthCells,2937,
setup_viol,0,
grt_overflow,0,
critPathTopFamily,AND-OR/OR-AND gates,
cp.required,28.24,ns
Yosys cell counts (6+ instances only):
cell / instances
a211oi_1: 74
a21boi_0: 6
a21o_1: 59
a21oi_1: 167
a221oi_1: 50
a22oi_1: 69
a31oi_1: 14
and3_1: 20
buf_1: 38
buf_4: 32
clkbuf_1: 212
dfxtp_1: 32
fa_1: 266
ha_1: 206
inv_1: 273
inv_2: 6
mux2i_1: 70
nand2_1: 192
nand2b_1: 23
nand3_1: 29
nor2_1: 294
nor2b_1: 30
nor3_1: 31
o211ai_1: 11
o21a_1: 21
o21ai_0: 162
o21bai_1: 14
o221ai_1: 55
o22ai_1: 22
or3_1: 6
xnor2_1: 262
xor2_1: 105
final cells by class:
class / instances / share of cell area, %
Clock buffer: 6 / 0.572
Clock inverter: 2 / 0.0412
Inverter: 282 / 4.36
Multi-Input combinational cell: 2338 / 82.7
Sequential cell: 32 / 2.64
Tap cell: 592 / 3.05
Timing Repair Buffer: 192 / 6.67
per-layer routing:
layer | up-vias | global-route usage (%) | wire [µm]
met5 | - | 0 | 0
met3 | 146 | 8.38 | 5790
met2 | 829 | 49.3 | 31800
met4 | 0 | 8.20 | 2050
met1 | 9552 | 46.2 | 30600
li1 | 9797 | - | -
through the flow:
step           setup slack (ns)  std cells
2_1_floorplan             18.01       2937
3_3_place_gp              16.19       3436
3_5_place_dp              16.16       3436
4_1_cts                   16.16       3444
5_1_grt                   15.72       3444
6_report                  16.19       3444
path summary, 6_finish.rpt:
check | end | slack [ns] | depth (start not counted)
worst max-delay path | y_out[25] | 16.19 | 12
worst min register to register | sum0[31] | 1.31 | 6
worst max register to register | sum0[31] | 24.55 | 40
worst min-delay path | sum0[31] | 1.31 | 6
worst reg2reg max path, delay by kind of cell (launching register included):
kind | cells | cell delay [ns]
AND-OR/OR-AND | 18 | 4.17
adder cells (fa/ha/maj) | 8 | 2.93
multiplexers | 1 | 0.33
buffers and inverters | 3 | 0.71
flip-flops | 1 | 0.30
XOR/XNOR | 5 | 1.54
AND/OR/NAND/NOR | 5 | 0.65
cell families after synthesis:
group,Yosys count
fa+ha+maj,472
compound gates,769
xor+xnor,369
flops,32
buf+inv,567
simple gates,655
mux,73
